File: ./run.sh
#!/bin/bash
# OpenROAD 26Q1-2900-gdf79404cd8, Yosys 0.63+post, stock flow scripts
make -C /OpenROAD-flow-scripts/flow DESIGN_CONFIG=/design/flow/config.mk WORK_HOME=/design/flow/orfs finish
File: ./constraint.sdc
current_design initialization

set clk_period 28.4
set clk_io_pct 0.2

create_clock -name clk0 -period $clk_period [get_ports {clk}]

set non_clock_inputs [all_inputs -no_clocks]
set_input_delay [expr $clk_period * $clk_io_pct] -clock clk0 $non_clock_inputs
set_output_delay [expr $clk_period * $clk_io_pct] -clock clk0 [all_outputs]
File: ./design.v
`timescale 1ns / 1ps
module Perm(
    input clk,
    input [319:0] S,
    input start,
    input [3:0]rnd_type,
    output reg finish,
    output reg [319:0] S_out
    );
    wire [63:0] x0,x1,x2,x3,x4;
    reg [63:0] x0_t,x1_t,x2_t,x3_t,x4_t;
    reg [3:0] type,rnd_no;
    always@(posedge clk)begin
    if(start==1)begin
    {x4_t,x3_t,x2_t,x1_t,x0_t}<=S;
    type<=rnd_type;
    rnd_no<=0;
    finish<=0;
    end
    else if(start!=1 && rnd_no<type) begin
    x0_t <= x0;
    x1_t <= x1;
    x2_t <= x2;
    x3_t <= x3;
    x4_t <= x4;
    rnd_no<=rnd_no+1;
    end
    if(rnd_no==type)begin
    finish<=1;
    S_out<={x4,x3,x2,x1,x0};
    end
    end
    wire [63:0]a1;
    RND_Const  L1(.rnds(type),.x2_in(x2_t),.rnd(rnd_no),.x2_out(a1));
    wire [63:0] b0,b1,b2,b3,b4;
    sbox L2(.x0(x0_t),.x1(x1_t),.x2(a1),.x3(x3_t),.x4(x4_t),
            .sl0(b0),.sl1(b1),.sl2(b2),.sl3(b3),.sl4(b4));
    linear_sub L3(.x0(b0),.x1(b1),.x2(b2),.x3(b3),.x4(b4),
            .o0(x0),.o1(x1),.o2(x2),.o3(x3),.o4(x4));
 endmodule           
module RND_Const(
    input  [63:0] x2_in,
    input  [3:0]  rnd,
    input [3:0] rnds,
    output [63:0] x2_out
);
reg [63:0] out_buf;
reg [7:0] rc;
assign x2_out = out_buf;
always @(*) begin
    if(rnds==6)
        rc = 8'h96 - rnd*8'h0F;
    else if(rnds==8)
        rc = 8'hB4 - rnd*8'h0F;
    else
        rc = 8'hF0 - rnd*8'h0F;
    out_buf = x2_in ^ {56'd0, rc};
end
endmodule
`timescale 1ns/1ps
  module sbox(
    input [63:0] x0, x1, x2, x3, x4,
    output [63:0] sl0, sl1, sl2, sl3, sl4
    );
            assign sl0 = (x4 & x1) ^ x3 ^ (x2 & x1) ^ x2 ^ (x1 & x0) ^ x1 ^ x0;      
            assign sl1 = x4 ^ (x3 & x2) ^ (x3 & x1) ^ x3 ^ x2 ^ x1 ^ x0 ^ (x2 & x1);
            assign sl2 = (x4 & x3) ^ x4 ^ x2 ^ x1 ^ 64'hffffffffffffffff;               
            assign sl3 = (x4 & x0) ^ (x3 & x0) ^ x4 ^ x3 ^ x2 ^x1 ^ x0;                 
            assign sl4 = (x4 & x1) ^ x4 ^ x3 ^ (x1 & x0) ^ x1;                          
        endmodule
`timescale 1ns / 1ps
module linear_sub(
        input [63:0] x0, x1, x2, x3, x4,
    output [63:0] o0, o1, o2, o3, o4
    );
    assign o0 = x0 ^ ((x0 >> 19) | ((x0 & (1<<19)-1) << (64-19))) ^ ((x0 >> 28) | ((x0 & (1<<28)-1) << (64-28)));
    assign o1 = x1 ^ ((x1 >> 61) | ((x1 & (1<<61)-1) << (64-61))) ^ ((x1 >> 39) | ((x1 & (1<<39)-1) << (64-39)));
    assign o2 = x2 ^ ((x2 >> 1)  | ((x2 & (1<<1)-1) << (64-1)))   ^ ((x2 >> 6)  | ((x2 & (1<<6)-1)  << (64-6)));
    assign o3 = x3 ^ ((x3 >> 10) | ((x3 & (1<<10)-1) << (64-10))) ^ ((x3 >> 17) | ((x3 & (1<<17)-1) << (64-17)));
    assign o4 = x4 ^ ((x4 >> 7)  | ((x4 & (1<<7)-1) << (64-7)))   ^ ((x4 >> 41) | ((x4 & (1<<41)-1) << (64-41)));
endmodule
`timescale 1ns / 1ps
module initialization(
    input [127:0]key,
    input [127:0]nonce,
    input clk,
    input start,
    output reg finish,
    output reg [319:0] state
 );
   reg [319:0]S;
   wire[319:0] perm_out;
   reg [2:0]layer;
   reg perm_start;
   wire perm_done;
   reg rst;
   localparam [63:0] IV= 64'h00001000808c0001;
   localparam [3:0] rnd= 4'd12;
   localparam Idle=2'd0;
   localparam Permu=2'd1;
   localparam key_xor =2'd2;
   localparam done =2'd3;
   always@(posedge clk)begin
   if(rst) begin
   layer<= Idle;
   perm_start<=0;
   rst<=0;
   end
   else begin
   case(layer)
       Idle: begin
       if(start) begin
       finish<=0;
       S<={IV,key,nonce};
       perm_start <=1'b1;
       layer<=Permu;
       end
       end
       Permu: begin
       perm_start<=0;
       if(perm_done)begin
       layer<=key_xor;
       S<=perm_out;
       end
       end
       key_xor:begin
       S<=S^{192'b0,key};
       layer<=done;
       end
       done: begin
       state<=S;
       finish<=1;
       rst<=1;
       end
       endcase
       end
       end
       Perm P(.clk(clk),.S(S),.start(perm_start),.rnd_type(rnd),.finish(perm_done),.S_out(perm_out));
endmodule
File: ./config.mk
export PLATFORM = sky130hd
export DESIGN_NAME = initialization
export DESIGN_NICKNAME = initialization
export VERILOG_FILES = /design/flow/design.v
export SDC_FILE = /design/flow/constraint.sdc
export NUM_CORES = 4
export LEC_CHECK = 1
export CORE_UTILIZATION = 40
==> results.txt <==
run metrics: status=finished, final reports clean, hold path startpoint=P.finish, Hold Buf Count CTS=0, total CTS buffers=143, most numerous logic cell after layout=edfxtp_1, clock insertion delay at the later pin of the skew report=830 ps, post-synth area from yosys stat=61700 um2, DRC viols=0, I/O Buffers=578, clk buf depth=3, Die Width=395 um, vias=38300, post-cts gate resize count=0, TritonCTS clock tree=done, actual slew at the worst max-slew pin=1050 ps, final worst slack=20000 ps, Die Y=395 um, Routed WL=229000 um, Placer Congestion=1.02, DR WL/cell=31.4 um, wire length of the first global-routing pass=310000 um, Area Growth Syn to Fin=23.0%, Setup-failing EPs final=0, Synth Register Bits=1292, HP Class=register to register, Layout Cells excl Fill=7281, kind of critical path=input port to register, most used routing layer=met1, grt met1 use=0.439, CP Capture Type=register, TNS Setup=0 ps, Core Util at FP=0.404, Worst EP required=28810 ps, Post-DP HPWL=179000 um, root buf cell=clkbuf_16, Hold Path Sink=layer[1], DRC violation total after the first TritonRoute iteration=3070, yosys stat cell total=4336, CP Max Fanout=40, # Max-Cap Violations=0, sequential area share after synthesis=0.627, register area=38700 um2, Worst-path clk slew=60 ps, core outline area=153000 um2, Vias/cell=5.26, Final Skew=61.7 ps, reg2reg start=P.rnd_no[0], Max Slew Vio Count=0, hold-critical path depth=2, cycle use final=0.296, Startpoint Class=input port, most numerous logic cells after layout=1281 x edfxtp_1, 961 x xnor2_1, 578 x clkdlybuf4s50_1, vias in the first global route=38400, RSZ-0062 raised after global routing=false, distinct lib cells=37, met3 usage in global routing=0.194, share of cells above drive strength 1=0.143, GR Util met2=0.434, cell count after synthesis=4336, final hold violation count=0, pre-CTS setup slack=19230 ps, fmax=119 MHz, fill count=12900, reg2reg end=P.x1_t[31], critical path arrival=8810 ps, row count=143, Clock Sinks=1292, MI comb area=22500 um2, H-tree Lvls=4, die area=156000 um2, initial antenna violation count=7, placed cells=7020, Worst Reg2Reg Path Length in Cells=11, Remaining Overflow, GRT=0, Ports=579, Detail Route Antenna Nets=0, largest net degree at the start of global routing=103, syn avg cell area=14.2 um2, Max-slew headroom=0.297, min Tclk post-route=8400 ps, Total GRT Usage=0.316, synthesized area=61700 um2, crit path from=start, reg-to-reg slack, setup=23740 ps, Post-CTS Setup Inserts=0, tool warnings=37, Synth Warn #=3, drt pass-1 iters=5
routing by layer:
layer / share of wire / vias up / routed length [um]
met2: 0.43 / 1828 / 99100
met4: 0.036 / 6 / 8140
met1: 0.38 / 18900 / 86800
met3: 0.15 / 303 / 34400
li1: - / 17200 / -
met5: 0.0016 / - / 361
critical path, cell delays in order:
cell and delay (ps):
clkdlybuf4s50_1 550, nand2b_1 160, nand2b_1 120, nor3b_2 390, nor2b_4 250, buf_4 450, buf_4 480, buf_4 580
registers in the layout, summed over array words and instances, names as in the netlist:
register    count
S             320
rst             1
perm_start      1
state         320
finish          1
P.x2_t         64
P.rnd_no        4
P.finish        1
P.S_out       320
P.x3_t         64
P.x0_t         64
P.x4_t         64
P.x1_t         64
layer           4
synthesized netlist by cell type:
| cell | n | area [um2] |
|---|---|---|
| a21o_1 | 9 | 67.6 |
| a21oi_1 | 6 | 30.0 |
| a22o_1 | 128 | 1120 |
| a22oi_1 | 128 | 961 |
| and2_1 | 64 | 400 |
| and2_2 | 1 | 7.51 |
| and3_1 | 56 | 350 |
| buf_1 | 2 | 7.51 |
| buf_2 | 1 | 5.00 |
| buf_6 | 3 | 33.8 |
| clkbuf_1 | 122 | 458 |
| dfxtp_1 | 11 | 220 |
| dlygate4sd1_1 | 1 | 8.76 |
| edfxtp_1 | 1281 | 38500 |
| fa_1 | 2 | 40.0 |
| ha_1 | 20 | 250 |
| inv_1 | 15 | 56.3 |
| inv_2 | 1 | 3.75 |
| mux2_2 | 317 | 3570 |
| mux2_4 | 1 | 15.0 |
| mux2i_1 | 9 | 90.1 |
| mux2i_2 | 1 | 13.8 |
| nand2_1 | 399 | 1500 |
| nand2b_1 | 10 | 62.6 |
| nor2_1 | 84 | 315 |
| nor2b_1 | 117 | 732 |
| nor3_1 | 114 | 571 |
| nor3b_1 | 1 | 7.51 |
| o21ai_0 | 127 | 636 |
| or2_2 | 3 | 18.8 |
| or3_1 | 2 | 12.5 |
| xnor2_1 | 966 | 8460 |
| xnor2_2 | 6 | 97.6 |
| xnor3_1 | 14 | 315 |
| xnor3_2 | 1 | 23.8 |
| xor2_1 | 310 | 2720 |
| xor3_1 | 3 | 71.3 |
cells by family after synthesis:
group           count (synthesis)  share of synthesized area
simple gates                  851                     0.0644
mux                           328                     0.0598
buf+inv                       145                    0.00929
xor+xnor                     1300                      0.189
fa+ha+maj                      22                    0.00470
flops                        1292                      0.627
compound gates                398                     0.0456
worst max-delay path by stage:
stage	end	depth (start not counted)
final	S[157]	8
after global routing	S[157]	8
after CTS	S[157]	8
area by class of cell:
cell class,instances,share of cell area
antenna,4,0.000132
sequential,1292,0.510
timing repair buffer,783,0.0969
clock buffer,175,0.0498
tap,2030,0.0335
clock inverter,82,0.0120
multi-input combinational,2899,0.297
inverter,16,0.000890
stage by stage:
| step | utilization | hold slack, ps | cell area (um2) |
|---|---|---|---|
| 2_1_floorplan | - | 418 | 61700 |
| 3_3_place_gp | 0.466 | 424 | 71200 |
| 3_5_place_dp | 0.466 | 426 | 71200 |
| 4_1_cts | 0.497 | 454 | 75900 |
| 5_1_grt | 0.497 | 455 | 75900 |
| 6_report | 0.497 | 449 | 75900 |
